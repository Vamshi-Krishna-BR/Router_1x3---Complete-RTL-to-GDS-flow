==> ./design.v <==
module router_fifo (
    input clock,
    input resetn,
    input write_en,
    input read_en,
    input soft_reset,
    input [7:0] data_in,
    input lfd_state,
    output reg empty,
    output reg full,
    output reg [7:0] data_out
);
  integer i;
  reg [6:0] count;
  reg [8:0] fifo_memory[0:15];
  reg [4:0] write_ptr, read_ptr;
  reg fifo_full, fifo_empty;
  reg delay_lfd_state;
  always @(*) begin
    fifo_empty = (write_ptr[4:0] == read_ptr[4:0]);
    fifo_full  = (write_ptr[4] != read_ptr[4] && write_ptr[3:0] == read_ptr[3:0]);
  end
  always @(posedge clock) begin
    if (!resetn) delay_lfd_state <= 1'b0;
    else delay_lfd_state <= lfd_state;
  end
  always @(posedge clock) begin
    if (!resetn) begin
      for (i = 0; i < 16; i = i + 1) fifo_memory[i] <= 9'd0;
      count <= 7'd0;
      data_out <= 8'd0;
      empty <= 1'b1;
      full <= 1'b0;
      read_ptr <= 5'd0;
      write_ptr <= 5'd0;
    end else if (soft_reset) begin
      for (i = 0; i < 16; i = i + 1) fifo_memory[i] <= 9'd0;
      data_out <= 8'bz;
      count <= 7'd0;
      write_ptr <= 5'd0;
      read_ptr <= 5'd0;
      empty <= 1'b1;
      full <= 1'b0;
    end else begin
      if ((write_en) && !(fifo_full)) begin
        fifo_memory[write_ptr] <= {delay_lfd_state, data_in};
        write_ptr <= write_ptr + 5'd1;
      end
      if ((read_en) && !(fifo_empty)) begin
        if (fifo_memory[read_ptr][8]) begin
          data_out <= fifo_memory[read_ptr][7:0];
          count <= fifo_memory[read_ptr][7:2] + 7'd1;
          read_ptr <= read_ptr + 5'd1;
        end else begin
          if (count > 0) begin
            data_out <= fifo_memory[read_ptr][7:0];
            count <= count - 7'd1;
            read_ptr <= read_ptr + 5'd1;
          end else begin
            data_out <= 8'b0;
          end
        end
      end
    end
    empty <= fifo_empty;
    full  <= fifo_full;
  end
endmodule
module router_fsm (
    input            clock,
    input            resetn,
    input            parity_done,
    input      [1:0] data_in,
    input      [2:0] soft_reset,
    input            fifo_full,
    input            packet_valid,
    input            low_packet_valid,
    input            fifo_empty_0,
    input            fifo_empty_1,
    input            fifo_empty_2,
    output reg       busy,
    output reg       detect_add,
    output reg       lfd_state,          
    output reg       ld_state,           
    output reg       laf_state,          
    output reg       full_state,
    output reg       write_enb_reg,
    output reg       rst_int_reg
);
  parameter Decode_address = 3'd0;
  parameter Load_first_data = 3'd1;
  parameter Wait_till_empty = 3'd2;
  parameter Load_data = 3'd3;
  parameter Fifo_full_state = 3'd4;
  parameter Load_parity = 3'd5;
  parameter Load_after_full = 3'd6;
  parameter Check_parity_error = 3'd7;
  reg [2:0] present_state, next_state;
  reg [1:0] dest_addr;
  reg [1:0] next_dest_addr;
  reg soft_reset_active;
  always @(posedge clock) begin
    if (!resetn) begin
      dest_addr <= 2'b11;
      present_state <= Decode_address;
    end else begin
      dest_addr <= next_dest_addr;
      present_state <= next_state;
    end
  end
  always @(*) begin
    case (dest_addr)
      2'b00:   soft_reset_active = soft_reset[0];
      2'b01:   soft_reset_active = soft_reset[1];
      2'b10:   soft_reset_active = soft_reset[2];
      default: soft_reset_active = 1'b0;
    endcase
  end
  always @(*) begin
    next_state = Decode_address;
    next_dest_addr = dest_addr;
    rst_int_reg = 1'b0;
    full_state = 1'b0;
    ld_state = 1'b0;
    detect_add = 1'b0;
    lfd_state = 1'b0;
    laf_state = 1'b0;
    busy = 1'b0;
    write_enb_reg = 1'b0;
    case (present_state)
      Decode_address: begin
        if (((packet_valid) && data_in[1:0] == 2'b00 && (fifo_empty_0))
        || ((packet_valid) && data_in[1:0] == 2'b01 && (fifo_empty_1))
        || ((packet_valid) && data_in[1:0] == 2'b10 && (fifo_empty_2)))begin
          next_dest_addr = (data_in[1:0] == 0) ? 2'b00 : (data_in[1:0] == 1) ? 2'b01 : 2'b10;
          detect_add = 1'b1;
          next_state = Load_first_data;
        end else if ((packet_valid) && (data_in[1:0] == 2'b11)) begin
          next_state = Wait_till_empty;
          next_dest_addr = dest_addr;
        end else begin
          next_dest_addr = dest_addr;
          next_state = Wait_till_empty;
        end
      end
      Wait_till_empty: begin
        if (soft_reset_active) next_state = Decode_address;
        else begin
          busy = 1'b1;
          write_enb_reg = 1'b0;
          if (dest_addr == 2'b11) next_state = Decode_address;
          else if ((fifo_empty_0 && dest_addr == 2'b00) || 
           (fifo_empty_1 &&  dest_addr == 2'b01) || 
           (fifo_empty_2 && dest_addr == 2'b10))
            next_state = Load_first_data;
          else begin
            next_state = Wait_till_empty;
          end
        end
      end
      Load_first_data: begin
        if (soft_reset_active) next_state = Decode_address;
        else begin
          lfd_state = 1'b1;
          busy = 1'b1;
          write_enb_reg = 1'b0;
          next_state = Load_data;
        end
      end
      Load_data: begin
        if (soft_reset_active) next_state = Decode_address;
        else begin
          ld_state = 1'b1;
          busy = 1'b0;
          write_enb_reg = 1'b1;
          if (!fifo_full && !packet_valid) begin
            next_state = Load_parity;
          end else if (fifo_full) next_state = Fifo_full_state;
          else begin
            next_state = Load_data;
          end
        end
      end
      Fifo_full_state: begin
        if (soft_reset_active) next_state = Decode_address;
        else begin
          full_state = 1'b1;
          write_enb_reg = 1'b0;
          busy = 1'b1;
          if (!fifo_full) begin
            next_state = Load_after_full;
          end else begin
            next_state = Fifo_full_state;
          end
        end
      end
      Load_parity: begin
        if (soft_reset_active) next_state = Decode_address;
        else begin
          busy = 1'b1;
          write_enb_reg = 1'b1;
          next_state = Check_parity_error;
        end
      end
      Load_after_full: begin
        if (soft_reset_active) next_state = Decode_address;
        else begin
          laf_state = 1'b1;
          busy = 1'b1;
          write_enb_reg = 1'b1;
          if (!parity_done && low_packet_valid) next_state = Load_parity;
          else if (!parity_done && !low_packet_valid) next_state = Load_data;
          else next_state = Decode_address;
        end
      end
      Check_parity_error: begin
        if (soft_reset_active) next_state = Decode_address;
        else begin
          busy = 1'b1;
          rst_int_reg = 1'b1;
          if (!fifo_full) next_state = Decode_address;
          else next_state = Fifo_full_state;
        end
      end
    endcase
  end
endmodule
module router_register (
    input clock,
    input resetn,
    input packet_valid,
    input fifo_full,
    input rst_int_reg,
    input detect_add,
    input ld_state,
    input laf_state,
    input lfd_state,
    input full_state,
    input [7:0] data_in,
    output reg parity_done,
    output reg low_packet_valid,
    output reg error,
    output reg [7:0] dout
);
  reg [7:0] header_byte_register;
  reg [7:0] fifo_full_state_register;
  reg [7:0] packet_parity_register;
  reg [7:0] internal_parity_register;
  reg parity_check_pending;
  always @(posedge clock) begin
    if (!resetn) begin
      dout <= 8'b0;
      error <= 1'b0;
      parity_done <= 1'b0;
      low_packet_valid <= 1'b0;
      header_byte_register <= 8'd0;
      fifo_full_state_register <= 8'd0;
      packet_parity_register <= 8'b0;
      internal_parity_register <= 8'b0;
    end
    else if (rst_int_reg) begin
      low_packet_valid <= 1'b0;
      error <= 1'b0;
    end else begin
      if (packet_valid && detect_add) begin
        header_byte_register <= data_in;
        parity_done <= 1'b0;
        low_packet_valid <= 1'b0;
        internal_parity_register <= data_in;
        fifo_full_state_register <= 8'd0;
      end else if (lfd_state) begin
        dout <= header_byte_register;
      end 
      else if ((ld_state)) begin
        if ((packet_valid) && !(fifo_full)) begin
          dout <= data_in;
          internal_parity_register <= internal_parity_register ^ data_in;
        end else if ((packet_valid) && (fifo_full)) begin
          fifo_full_state_register <= data_in;
        end else if (!(packet_valid) && !(fifo_full)) begin
          dout <= data_in;
          parity_done <= 1'b1;
          low_packet_valid <= 1'b1;
          packet_parity_register <= data_in;
          parity_check_pending <= 1'b1;
        end else if (!(packet_valid) && (fifo_full)) begin
          parity_done <= 1'b0;
          low_packet_valid <= 1'b1;
          packet_parity_register <= data_in;
        end
      end
      else if ((laf_state)) begin
        if ((low_packet_valid) && !(parity_done)) begin
          parity_done <= 1'b1;
          dout <= packet_parity_register;
        end else begin
          internal_parity_register <= internal_parity_register ^ fifo_full_state_register;
          dout <= fifo_full_state_register;
        end
      end 
      else if (parity_check_pending) begin
        error <= (internal_parity_register != packet_parity_register);
        parity_check_pending <= 1'b0;
      end
    end
  end
endmodule
module router_synchronizer (
    input clock,
    input resetn,
    input detect_add,
    input [1:0] data_in,
    input write_enb_reg,
    input [2:0] read_en,
    input empty_0,
    input empty_1,
    input empty_2,
    input full_0,
    input full_1,
    input full_2,
    output reg [2:0] write_enb,
    output reg [2:0] soft_reset,
    output reg fifo_full,
    output reg [2:0] vld_out
);
  integer i;
  parameter MAX_TIME = 30;
  reg [1:0] temp_reg;
  reg [4:0] counter  [2:0];
  always @(posedge clock) begin
    if (!resetn) begin
      temp_reg <= 2'd0;
      for (i = 0; i < 3; i = i + 1) counter[i] <= 5'd1;
      soft_reset <= 3'd0;
    end else begin
      if (detect_add)
        temp_reg <= data_in; 
      if (write_enb_reg) begin   
        case (temp_reg)
          2'd0: write_enb <= 3'b001;
          2'd1: write_enb <= 3'b010;
          2'd2: write_enb <= 3'b100;
          default: write_enb <= 3'b000;
        endcase
      end else begin
        write_enb <= 3'b000;
      end
      vld_out[0] <= ~empty_0;
      vld_out[1] <= ~empty_1;
      vld_out[2] <= ~empty_2;
      for (i = 0; i < 3; i = i + 1) begin
        if (vld_out[i]) begin
          if (read_en[i]) begin
            counter[i] <= 5'd1;
            soft_reset[i] <= 1'b0;
          end else if (counter[i] != MAX_TIME) begin
            soft_reset[i] <= 1'b0;
            counter[i] <= counter[i] + 5'd1;
          end else begin
            counter[i] <= 5'd1;
            soft_reset[i] <= 1'b1;
          end
        end else begin
          counter[i] <= counter[i] + 5'd1;
          soft_reset[i] <= 1'b0;
        end
      end
    end
    case (temp_reg)
      2'd0: fifo_full <= full_0;   
      2'd1: fifo_full <= full_1;
      2'd2: fifo_full <= full_2;
      default: fifo_full <= 1'b0;
    endcase
  end
endmodule
module router_top_module (
    input clock,
    input resetn,
    input packet_valid,
    input [7:0] data_in,
    input [2:0] read_en,
    output [7:0] data_out_0,
    output [7:0] data_out_1,
    output [7:0] data_out_2,
    output [2:0] valid_out,
    output error,
    output busy
);
  wire lfd_state, ld_state, laf_state, full_state, write_enb_reg, rst_int_reg, detect_add;
  wire parity_done, low_packet_valid;
  wire fifo_full;
  wire [2:0] soft_reset;
  wire [2:0] write_enb;
  wire empty_0, empty_1, empty_2, full_0, full_1, full_2, dout;
  router_fifo FIFO_0 (
      .clock(clock),
      .resetn(resetn),
      .write_en(write_enb[0]),
      .read_en(read_en[0]),
      .soft_reset(soft_reset[0]),
      .data_in(dout),
      .lfd_state(lfd_state),
      .empty(empty_0),
      .full(full_0),
      .data_out(data_out_0)
  );
  router_fifo FIFO_1 (
      .clock(clock),
      .resetn(resetn),
      .write_en(write_enb[1]),
      .read_en(read_en[1]),
      .soft_reset(soft_reset[1]),
      .data_in(dout),
      .lfd_state(lfd_state),
      .empty(empty_1),
      .full(full_1),
      .data_out(data_out_1)
  );
  router_fifo FIFO_2 (
      .clock(clock),
      .resetn(resetn),
      .write_en(write_enb[2]),
      .read_en(read_en[2]),
      .soft_reset(soft_reset[2]),
      .data_in(dout),
      .lfd_state(lfd_state),
      .empty(empty_2),
      .full(full_2),
      .data_out(data_out_2)
  );
  router_synchronizer Synchroniser (
      .clock(clock),
      .resetn(resetn),
      .detect_add(detect_add),
      .data_in(data_in[1:0]),
      .write_enb_reg(write_enb_reg),
      .read_en(read_en),
      .empty_0(empty_0),
      .empty_1(empty_1),
      .empty_2(empty_2),
      .full_0(full_0),
      .full_1(full_1),
      .full_2(full_2),
      .write_enb(write_enb),
      .soft_reset(soft_reset),
      .fifo_full(fifo_full),
      .vld_out(valid_out)
  );
  router_register Register (
      .clock(clock),
      .resetn(resetn),
      .packet_valid(packet_valid),
      .fifo_full(fifo_full),
      .rst_int_reg(rst_int_reg),
      .detect_add(detect_add),
      .ld_state(ld_state),
      .laf_state(laf_state),
      .lfd_state(lfd_state),
      .full_state(full_state),
      .data_in(data_in),
      .parity_done(parity_done),
      .low_packet_valid(low_packet_valid),
      .error(error),
      .dout(dout)
  );
  router_fsm FSM (
      .clock(clock),
      .resetn(resetn),
      .parity_done(parity_done),
      .data_in(data_in[1:0]),
      .soft_reset(soft_reset),
      .fifo_full(fifo_full),
      .packet_valid(packet_valid),
      .low_packet_valid(low_packet_valid),
      .fifo_empty_0(empty_0),
      .fifo_empty_1(empty_1),
      .fifo_empty_2(empty_2),
      .busy(busy),
      .detect_add(detect_add),
      .lfd_state(lfd_state),
      .ld_state(ld_state),
      .laf_state(laf_state),
      .full_state(full_state),
      .write_enb_reg(write_enb_reg),
      .rst_int_reg(rst_int_reg)
  );
endmodule
==> ./run.sh <==
#!/bin/bash
# OpenROAD 26Q1-2900-gdf79404cd8, Yosys 0.63+post, stock flow scripts
make -C /OpenROAD-flow-scripts/flow DESIGN_CONFIG=/design/flow/config.mk WORK_HOME=/design/flow/orfs finish
==> ./config.mk <==
export PLATFORM = sky130hd
export DESIGN_NAME = router_top_module
export DESIGN_NICKNAME = router_top_module
export VERILOG_FILES = /design/flow/design.v
export SDC_FILE = /design/flow/constraint.sdc
export NUM_CORES = 4
export LEC_CHECK = 1
export CORE_UTILIZATION = 40
==> ./constraint.sdc <==
current_design router_top_module

set clk_period 4.8
set clk_io_pct 0.2

create_clock -name clk0 -period $clk_period [get_ports {clock}]

set non_clock_inputs [all_inputs -no_clocks]
set_input_delay [expr $clk_period * $clk_io_pct] -clock clk0 $non_clock_inputs
set_output_delay [expr $clk_period * $clk_io_pct] -clock clk0 [all_outputs]
==> impl_metrics.tcl <==
# place-and-route summary
set metrics [dict create \
    cts_resized 0 \
    grtUsageTotal 0.171 \
    netlist-cell-type-count 70 \
    layout-drive-gt1-share 0.0845 \
    grt_pass1_vias 7863 \
    layout_top_cell "nand2_1" \
    area.growth.synth_to_final_pct 11.3 \
    hold_path_end "Synchroniser.counter[2][0]" \
    antenna_found_initial 0 \
    power.switching_uw 1560 \
    grt_max_degree 46 \
    pwr-share-seq 0.438 \
    yosys-top-cells-area "edfxtp_1 26%, dfxtp_1 23%, and3_1 5.7%, nand2_1 5.0%, mux4_2 4.4%" \
    fillers 2647 \
    core_area_sq_mm 0.0287 \
    switching_share 0.279 \
    ys_area_sq_mm 0.0117 \
    logic_area_sq_mm 0.00535 \
    cts_sinks 238 \
    hold_path.class "flip-flop to flip-flop" \
    die_h_um 173 \
    p_comb_frac 0.182 \
    cts_setup_buffers 0 \
    cts_max_path_buffers 3 \
    p_clk_frac 0.380 \
    synth_seq_share 0.496 \
    drc 0 \
    fin_tns_setup_ns 0 \
    netlist_area_sq_mm 0.0117 \
    slew_violations 0 \
    relSlewSlack 0.417 \
    period_used_share 0.661 \
    whs_ns 0.435 \
    maxCapViolations 0 \
    hold_viol_final 0 \
    regToRegEndpoint "Register.packet_parity_register[0]" \
    dr.first_iter.drc_count 454 \
    crit_fanout 24 \
    crit_path_end_kind "flip-flop" \
    rsz0062_at_grt "false" \
    powerDensity_mw_per_mm2 430 \
    internal_power_uw 4040 \
    die-width_um 173 \
    routed_via_density 5.21 \
    status "completed" \
    cts_tree "yes" \
    die_area_sq_mm 0.0299 \
    antenna-diode-count 0 \
    avgSynthCellArea_sq_um 9.94 \
    period_needed_ns 3.17 \
    required_ns 5.03 \
    ys_cells 1177 \
    clock-root-buffer "clkbuf_16" \
    p_leak_uw 0.00526 \
    clk_latency_ns 0.53 \
    vdd_ir_drop_max_v 0.000321 \
    finalWirelength_mm 24.0 \
    yosysTopAreaCellShare 0.264 \
    skew_ns 0.0180 \
    min_path_cells 1 \
    worst_slew_pin_slew_ns 0.869 \
    synth_area_leader_cell "edfxtp_1" \
    fmax_ghz 0.315 \
    path_class "primary input to flip-flop" \
    start_kind "primary input" \
    worstRegToRegCells 6 \
    async_flop_share 0 \
    clk_pin_slew_ns 0.06 \
    firstDrtPassIters 5 \
    cts.htree.levels 1 \
    reg2reg_from "FSM.present_state[1]" \
    num_vias 8166 \
    final_cell_mix "157 x nand2_1, 135 x dfxtp_1, 107 x and3_1" \
    hold_start "Synchroniser.counter[2][0]" \
    synth_cells 1177 \
    io_buffers 21 \
    flop_area_sq_mm 0.00580 \
    synth_flops 238 \
    cts_buffers 27 \
    edf_count 103 \
    top_regs "FIFO_0.fifo_memory: 32 flops, FIFO_1.fifo_memory: 32 flops, FIFO_2.fifo_memory: 32 flops" \
    hpwlAfterDp_mm 15.9 \
    flop_cell "dfxtp_1" \
    ys_warn_count 10 \
    place_congestion 0.840 \
    grt_overflow 0 \
    placementRows 62 \
    crit_start "resetn" \
    initCoreUtil 0.407 \
    ant_nets 0 \
    post_drt_wl_per_cell_um 15.3 \
    io_pins 43 \
    setup_violations 0 \
    r2r_slack_ns 1.64 \
    crit_arrival_ns 3.40 \
    hold_buffers 0 \
    grt_pass1_wl_mm 40.0 \
    tool_warnings 40 \
]
==> synthesized netlist by cell type, types with 27 or more instances <==
cell type,number
nand2_1,157
dfxtp_1,135
and3_1,107
edfxtp_1,103
nor2_1,86
clkbuf_1,56
a21oi_1,45
inv_1,38
nand3_1,35
xnor2_1,33
mux2i_1,30
o21ai_0,30
ha_1,27
==> final cells by class <==
class / count / area share
repair buffers: 34 / 0.0236
flip-flops and latches: 238 / 0.445
inverters: 39 / 0.0112
multi-input cells: 822 / 0.411
clock inverters: 15 / 0.0141
well taps: 384 / 0.0369
clock buffers: 35 / 0.0580
==> power groups by stage <==
stage	clock [uW]	sequential [uW]	combinational (uW)
finish	2130	2450	1020
global route	2260	2480	1160
CTS	2180	2450	1020
==> cell families (layout without fill, tap and decap cells) <==
logic type | count (synthesis) | in the layout | synth area share
buf+inv | 137 | 123 | 0.0540
xor+xnor | 56 | 56 | 0.0426
simple gates | 525 | 525 | 0.232
flops | 238 | 238 | 0.496
fa+ha+maj | 27 | 27 | 0.0289
other cells | 1 | 21 | 0.000321
compound gates | 140 | 140 | 0.0769
mux | 53 | 53 | 0.0700
==> worst max-delay path, cell delays in order <==
cell	delay (ns)
clkdlybuf4s50_1	0.45
buf_4	0.28
inv_1	0.09
buf_4	0.21
nor2_1	0.64
and3_1	0.53
nand2_1	0.10
nand2_1	0.12
==> worst max path at each step <==
| stage | endpoint | slack (ns) | cells after the start |
|---|---|---|---|
| finish | FIFO_2.fifo_memory[8][8] | 1.63 | 8 |
| global route | Register.packet_parity_register[4] | 1.39 | 6 |
| CTS | Register.packet_parity_register[0] | 1.63 | 6 |
==> layer usage <==
| layer | up-vias | track usage | wire length [um] |
|---|---|---|---|
| met2 | 199 | 0.254 | 10600 |
| met1 | 3803 | 0.267 | 11200 |
| li1 | 4128 | - | - |
| met5 | - | 0 | 0 |
| met3 | 36 | 0.0453 | 1650 |
| met4 | 0 | 0.0295 | 493 |
==> through the flow <==
stage / cells / util / instance area [sq um] / worst slack (ns) / total power, uW
after floorplan: 1197 / - / 11800 / 2.22 / 3260
after global placement: 1517 / 0.421 / 12100 / 1.15 / 3500
after detailed placement: 1517 / 0.421 / 12100 / 1.13 / 3510
after CTS: 1567 / 0.454 / 13000 / 1.63 / 5660
after global routing: 1567 / 0.454 / 13000 / 1.39 / 5900
final: 1567 / 0.454 / 13000 / 1.63 / 5600
Power and IR drop assume default switching activity.
